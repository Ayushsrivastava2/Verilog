$ cat run.sh
#!/bin/bash
# OpenROAD 26Q1-2900-gdf79404cd8, Yosys 0.63+post, stock flow scripts
make -C /OpenROAD-flow-scripts/flow DESIGN_CONFIG=/design/flow/config.mk WORK_HOME=/design/flow/orfs finish
$ cat config.mk
export PLATFORM = sky130hd
export DESIGN_NAME = uart_tx
export DESIGN_NICKNAME = uart_tx
export VERILOG_FILES = /design/flow/design.v
export SDC_FILE = /design/flow/constraint.sdc
export NUM_CORES = 4
export LEC_CHECK = 1
export CORE_AREA = 10 10 82 82
export DIE_AREA = 0 0 92 92
$ cat constraint.sdc
current_design uart_tx

set clk_period 2.5
set clk_io_pct 0.2

create_clock -name clk0 -period $clk_period [get_ports {clk}]

set non_clock_inputs [all_inputs -no_clocks]
set_input_delay [expr $clk_period * $clk_io_pct] -clock clk0 $non_clock_inputs
set_output_delay [expr $clk_period * $clk_io_pct] -clock clk0 [all_outputs]
$ cat design.v
`timescale 1ns / 1ps
module uart_tx
#(parameter clk_per_bit = 8'd100)
(
	input clk,
	input[7:0] ip_data,
	input tx_dv,
	output tx_signal,
	output tx_done
);
parameter idle  = 3'b000;
parameter start = 3'b001;
parameter data  = 3'b010;
parameter stop  = 3'b011;
parameter clean = 3'b100;
reg[2:0] Ps;  
reg[3:0] index;
reg[7:0] count;
reg data_done,tx_op;
always @(posedge clk)
begin
case(Ps)
idle:
		begin
		tx_op <= 1'b1;
		count <= 8'h00;
		index <= 4'h0;
		data_done <= 1'b0;
		if(tx_dv == 1'b1)
			Ps <= start;
		else
			Ps <= idle;
		end
start:
		begin
		tx_op <= 1'b0;
		if(count < clk_per_bit-1)
			begin
				count <= count + 1'b1;
				Ps <= start;
			end
		else
			begin
				count <= 8'h00;
				Ps <= data;
			end
		end
data:
		begin
		if( index < 4'd8 )
			begin
			tx_op <= ip_data[index];
			if(count < clk_per_bit-1)
				begin 
					count <= count + 1'b1;
				end
			else
				begin
					index <= index + 1'b1;
					count <= 8'h00;
				end
			Ps <= data;
			end
		else
			begin
				count <= 8'h00;
				Ps <= stop;
			end
		end
stop:
		begin
		tx_op <= 1'b1;
		if(count < clk_per_bit-1)
			begin
				count <= count + 1'b1;
				Ps <= stop;
			end
		else
			begin
				data_done <= 1'b1;
				Ps <= clean;
			end
		end
clean:
		begin
			data_done <= 1'b1;
			Ps <= idle;
		end
default: Ps <= idle;	
endcase
end
assign tx_signal = tx_op;
assign tx_done = data_done;
endmodule
==> results.sh <==
# source this file to load flow results
export IMPL_yosys_area_top_type_share_pct=45.2
export IMPL_max_freq_mhz=470
export IMPL_portBuffers=11
export IMPL_worstPathMaxFanout=6
export IMPL_dpl_cell_area_um2=1120
export IMPL_flop_cell="edfxtp_1"
export IMPL_synthCells=88
export IMPL_grt_overflow=0
export IMPL_fin_crit_ns=2.13
export IMPL_endpoint_kind="flop"
export IMPL_cts_hold_buffers=0
export IMPL_grt_usage_pct=3.77
export IMPL_syn_area_um2=931
export IMPL_max_cap_violations=0
export IMPL_antenna_found_initial=0
export IMPL_cts_buffer_depth=2
export IMPL_htreeDepth=1
export IMPL_rsz0062_at_grt="no"
export IMPL_routed_via_density=3.79
export IMPL_grt_use_met2_pct=6.53
export IMPL_hpwl_um=1180
export IMPL_drv_slew=0
export IMPL_syn_to_final_growth_pct=25.3
export IMPL_drive_above_1_share_pct=9.00
export IMPL_grt_first_pass_wirelength_um=2790
export IMPL_clkLatencyLatePin_ns=0.24
export IMPL_ys_top_cells_by_area="edfxtp_1 45%, dfxtp_1 6.5%, nor2_1 5.6%"
export IMPL_cp_top_family="simple AND/OR/NAND/NOR gates"
export IMPL_pre_cts_ws_ns=0.377
export IMPL_root_buffer="clkbuf_8"
export IMPL_rows=26
export IMPL_worstPathCellList="ha_1 -> or4_4 -> a21o_1 -> and2_2 -> or2_2"
export IMPL_gp_congestion=0.775
export IMPL_coreArea_um2=5070
export IMPL_cp_num_buf_inv=0
export IMPL_routedWlPerCell_um=8.96
export IMPL_final_antenna_net_count=0
export IMPL_final_setup_skew_ns=0.00110
export IMPL_die_y_um=92
export IMPL_yosysSeqAreaShare_pct=51.6
export IMPL_finalSetupViolCount=0
export IMPL_cts_tree="built"
export IMPL_cp_arrival_ns=2.14
export IMPL_holdCritPathClass="flop to flop"
export IMPL_crit_path_max_incr_delay_ns=0.45
export IMPL_clkSlewWorstSetupHoldPaths_ns=0.06
export IMPL_grt_pass1_vias=659
export IMPL_status="finished clean"
export IMPL_drtIter0Drc=34
export IMPL_timing_setup_tns_ns=0
export IMPL_ys_cells=88
export IMPL_use_met1_pct=4.78
export IMPL_hold_viol_final=0
export IMPL_syn_avg_cell_area_um2=10.6
export IMPL_largest_area_cell="edfxtp_1"
export IMPL_fin_ws_ns=0.371
export IMPL_tightest_slew_ns=0.616
export IMPL_edf_count=14
export IMPL_drc=0
export IMPL_critPathKind="flop to flop"
export IMPL_async_flop_share_pct=0
export IMPL_cts_setup_buffers=0
export IMPL_ioPinCount=12
export IMPL_routed_wl_um=1520
export IMPL_maxSlewHeadroom_pct=58.6
export IMPL_cts_resized=0
export IMPL_synth_cell_types=32
export IMPL_fin_crit_sh_pct=85.2
export IMPL_die_width_um=92
export IMPL_synth_seq_cells=17
export IMPL_cellPowerDensity_nw_per_um2=970
export IMPL_vias=644
export IMPL_warnings=25
export IMPL_grt_max_degree=14
export IMPL_vdd_drop_max_v=0.000377
export IMPL_leakagePower_nw=0.437
export IMPL_cts_buffers=3
export IMPL_diodes=0
export IMPL_cp_start_kind="flop"
export IMPL_total_power_w=0.00113
export IMPL_drt_first_pass_iters=2
export IMPL_clock_sinks=17
export IMPL_post_route_cell_area_um2=1170
export IMPL_gr_max_usage_layer="met2"
export IMPL_yosysWarnings=1
export IMPL_synth_area_yosys_um2=931
export IMPL_crit_required_ns=2.51
export IMPL_fp_util_pct=18.3
export IMPL_slowest_stage="edfxtp_1"
export IMPL_grt_use_met3_pct=0.659
export IMPL_dieArea_um2=8460
## power breakdown
part           total [W]  switching (W)  leakage [nW]  internal (W)
registers       0.000560       0.000110         0.174      0.000451
logic           0.000375       0.000175         0.239      0.000200
clock network   0.000196      0.0000830        0.0228      0.000113
total            0.00113       0.000367         0.437      0.000763
## stage by stage
stage / hold slack [ns] / utilization, % / instances
4_1_cts: 0.611 / 23.0 / 170
3_3_place_gp: 0.598 / 22.1 / 166
2_1_floorplan: 0.557 / - / 88
6_report: 0.610 / 23.0 / 170
5_1_grt: 0.650 / 23.0 / 170
3_5_place_dp: 0.602 / 22.1 / 166
## cells in the mapped netlist (all sizes together) (3+ instances only)
cell    number
dfxtp        3
nor2        14
and2         4
nand2        4
clkbuf       3
edfxtp      14
xnor2        3
o21ai        3
xor2         5
nand3        8
## layout by cell type, fill, tap and decap left out, drive strengths merged, types with 2 or more instances in the layout
cell and n:
nor2 14, edfxtp 14, clkdlybuf4s50 11, nand3 8
xor2 5, nand2 4, and2 4, clkbuf 4
dfxtp 3, xnor2 3, o21ai 3, a21o 2
inv 2, a21oi 2, and3 2, mux2i 2
ha 2
## registers in the layout, indices dropped and copies added (netlist names)
register and count:
tx_op 1, Ps 3, index 4, count 8
data_done 1
## worst register-to-register path, cell delays in order (launching register included)
cell,delay [ns]
edfxtp_1,0.45
ha_1,0.29
or4_4,0.43
a21o_1,0.25
and2_2,0.21
or2_2,0.27
## cells by family (layout without fill, tap and decap cells)
family,after synthesis,count (layout),share of synthesized area (%)
AND-OR/OR-AND,13,13,10.2
XOR/XNOR,8,8,7.53
adder cells (fa/ha/maj),2,2,2.69
buffers and inverters,6,18,2.42
flip-flops,17,17,51.6
multiplexers,3,3,4.57
AND/OR/NAND/NOR,39,39,21.0
## path summary, 6_finish.rpt
check	from	depth (start not counted)	end	slack, ns
hold / removal	Ps[0]$_DFF_P_	2	Ps[1]$_DFF_P_	0.61
setup reg to reg	count[0]$_DFFE_PP_	5	data_done$_DFFE_PP_	0.37
hold reg to reg	Ps[0]$_DFF_P_	2	Ps[1]$_DFF_P_	0.61
setup / recovery	count[0]$_DFFE_PP_	5	data_done$_DFFE_PP_	0.37
## layer usage
metal	wire [µm]	vias to the layer above
li1	-	340
met1	722	297
met2	747	5
met3	23	2
met4	29	0
met5	0	-
## final cells by class
class | instances | area, µm²
clock buffer | 4 | 45.0
inverter | 2 | 7.51
multi-input combinational | 65 | 428
tap | 70 | 87.6
sequential | 17 | 480
fill | 556 | 3910
timing repair buffer | 12 | 118
Power and IR drop assume default switching activity.
