===== flow/config.mk =====
export PLATFORM = sky130hd
export DESIGN_NAME = uart_rx
export DESIGN_NICKNAME = uart_rx
export VERILOG_FILES = /design/flow/design.v
export SDC_FILE = /design/flow/constraint.sdc
export NUM_CORES = 4
export LEC_CHECK = 1
export CORE_AREA = 10 10 103 103
export DIE_AREA = 0 0 113 113

===== flow/constraint.sdc =====
current_design uart_rx

set clk_period 2.4
set clk_io_pct 0.2

create_clock -name clk0 -period $clk_period [get_ports {clk}]

set non_clock_inputs [all_inputs -no_clocks]
set_input_delay [expr $clk_period * $clk_io_pct] -clock clk0 $non_clock_inputs
set_output_delay [expr $clk_period * $clk_io_pct] -clock clk0 [all_outputs]

===== flow/design.v =====
`timescale 1ns / 1ps
module uart_rx
#(parameter clk_per_bit = 8'd100)
(
	input ip_sgnl,         
	input clk,             
	output rx_dv,          
	output[7:0] rx_byte    
);
parameter start_test = (clk_per_bit>>1);
parameter idle   = 3'b000;
parameter start  = 3'b001;
parameter data   = 3'b010;
parameter stop   = 3'b011;
parameter clean  = 3'b100;
reg[2:0] Ps;                 
reg[2:0] index;
reg ip_r,ip,data_dv;
reg[7:0] count;
reg[7:0] data_byte;
always @(posedge clk)
begin
ip_r <= ip_sgnl;
ip <= ip_r;
end
always @(posedge clk)
begin
case(Ps)
idle:
		begin
		data_dv <= 1'b0;
		count <= 0;
		index <= 0;
		if(ip == 1'b1)
			Ps <= idle;
		else
			Ps <= start;
		end
start:
		begin
			if(count < start_test)
				begin
					count <= count + 1'b1;
					Ps <= start;
				end
			else
				begin
					if(ip == 1'b0)
						begin
							count<=0;
							Ps <= data;
						end
					else
						Ps <=idle;
				end
		end
data:
		begin
			if(count < clk_per_bit-1)
				begin
					count <= count + 1'b1;
					Ps <= data;
				end
			else
				begin
					data_byte[index] <= ip;
					count <= 0;
					if(index < 3'd7)
						begin
							index <= index + 1'b1;
							Ps <= data;
						end
					else
						Ps <= stop;
				end	
		end
stop:
		begin
		if(count < clk_per_bit-1)
			begin
				count <= count + 1'b1;
				Ps <= stop;
			end
		else
			begin
				count <= 0;
				data_dv <= 1'b1;
				Ps <= clean;
			end
		end
clean:
		begin
			data_dv <= 1'b0;
			Ps <= idle;
		end
default:
		Ps <= idle;
endcase
end
assign rx_dv = data_dv;	
assign rx_byte = data_byte;
endmodule

===== flow/run.sh =====
#!/bin/bash
# OpenROAD 26Q1-2900-gdf79404cd8, Yosys 0.63+post, stock flow scripts
make -C /OpenROAD-flow-scripts/flow DESIGN_CONFIG=/design/flow/config.mk WORK_HOME=/design/flow/orfs finish

==> results.txt <==
Implementation progress

The final layout report lists a filler cell count of 908. Leaving out fill and tap cells, the most frequent cell in the layout is edfxtp_1. Yosys mapped the design onto 33 distinct sky130hd cell types. The number of cells produced by synthesis stands at approximately 110. The critical path's slowest stage uses the library cell or4_4. The die outline area stands at 12800 um2. The routed design shows a wire length per standard cell of 9.48 um. Per the final layout report, the fraction of cells sized above drive strength 1 comes to 10.1%.

Post-synth the commonest register cell is edfxtp_1. The flow reports an fmax of 476 MHz. The number of placed cells counting well taps stands at 230. The finished layout holds 234 standard cells, fillers aside. The floorplan has 33 rows.

The tree is rooted in a clkbuf_8. The DRC violations left stands at 0. The first global-routing pass estimated between 3 and 4 mm of wire. The count of nets left with antenna violations once routing finished came out at 0. CTS built an H-tree with a depth of 1. The worst pin sits at a relative slew slack of between 50% and 60%.

Data on the critical path is required at its endpoint by 2.43 ns. The initial detailed-routing violation count stands at 57. The number of buffers inserted by port buffering stands at 10.

The flow reported a cell area power density of 1140 nW/um2. After global routing the overflow that remains totals 0. The count of instantiated cells in the yosys netlist stands at 114. The tightest hold path in the finished design has a slack of 0.331 ns. The total wire length after detailed routing stands at 2.22 mm. The synthesized chip area reported by yosys stands at approximately 1300 um2. In this run the VDD rail shows a maximum IR drop of 0.309 mV.

The final worst-path cycle share stands at 87.5%. The final timing report counts setup violations totalling 0. Ranking logic cells in the layout by count gives the top entries edfxtp_1 (20), nor2_1 (16), nand2_1 (14), clkdlybuf4s50_1 (10), ha_1 (6). The largest net degree at the start of global routing stands at 16. The critical path in this run is classified as flip-flop to flip-flop. The I/O pin count stands at 11.

The delay of the slowest cell on the worst path stands at 0.56 ns. The routed design could run at a clock period as short as 2.10 ns. Using the TritonRoute via totals, the vias-per-cell ratio works out to 3.66.

The signed area change from the synthesized netlist to the final layout stands at 23.0%. The async set-reset flop share out of synthesis stands at 0%. The via count of the routed design stands at around 860.

Overall power consumption after layout is estimated at about 1.8 mW. Setup repair after global routing left no endpoint under its margin. Clock skew on the completed layout was measured at about 0.010 ns.

Per the OpenROAD power report, leakage power amounts to approximately 0.54 nW. The cell area that synthesis handed to floorplanning was roughly 1300 um2. The number of hold buffers added after CTS stands at 0. The total area inside the core boundary comes to 8300 um2. The global-route total usage across every layer stands at roughly 3.5%. The post-synthesis average cell area stands at 11.1 um2.

The post-synth count of flops with an enable pin is 20. The tree built by TritonCTS fans out to 25 sinks. The die height stands at 113 um. The number of hold violations in the final report stands at 0. The placer congestion estimate stands at 0.767. The number of global-route vias before repair is 854. The detailed placer's ending HPWL stands at between 1.5 and 2 mm. STA reports the tightest min-delay check as being of type flip-flop to flip-flop.

The sequential area share after synthesis stands at a little under three fifths. The worst setup margin stands at 0.299 ns. The worst slack after detailed placement stands at about 0.29 ns. The worst setup path is launched from a flip-flop. The number of gates resized after CTS was 0.

The final tally of max-slew violations stands at 0. The critical path maximum fanout is 9. The total iterations of the first detailed-routing run stands at 4. The width of the die stands at 113 um. The effective utilization at floorplan stands at 15.2%. Counting along the longest clock path gives a buffer depth of 2. STA classifies the critical path endpoint as a flip-flop.

The number of buffers inserted by post-CTS setup repair stands at 0. The number of max-cap violations stands at 0. The transition time at the pin with the least slew margin stands at around 0.65 ns.

The total number of warnings across the stage logs stands at 29. The timing report gives the clock slew at the launch and capture registers of the worst setup and hold paths as 0.09 ns. TritonCTS built the clock tree.

The cell sequence reported for the critical path is ha_1 -> or4_4 -> a31oi_4 -> nor2_2 -> o21a_1. Counting the warning lines in the Yosys log gives 1. The worst-skew pair later-pin latency stands at 0.27 ns.

Once synthesis finished, the tally of register bits stood at 25. The number of antenna diodes in the final layout is 0. The number of antenna violations at the first check in global routing came to 0. Per the TritonCTS log, the buffer count is 3.

The run finished with clean final reports. Summed over all failing endpoints, the final setup total negative slack is 0 ns. The data arrival time of the worst path stands at 2.13 ns.
## synth_stat cells, types with 2 or more instances
master	instances	area (um2)
edfxtp_1	20	601
nor2_1	16	60.1
nand2_1	14	52.6
ha_1	6	75.1
dfxtp_1	5	100
nand3_1	5	25.0
o21ai_0	5	25.0
xnor2_1	5	43.8
inv_1	4	15.0
xor2_1	3	26.3
a22o_1	2	17.5
a31oi_1	2	12.5
a32oi_1	2	17.5
and2_1	2	12.5
mux2_2	2	22.5
nand2b_1	2	12.5
nor2b_1	2	12.5
or3_1	2	12.5
## critical path, delay by kind of cell (launching register included)
kind                     cells  cell delay (ns)
flip-flops                   1             0.41
AND-OR/OR-AND                2             0.50
adder cells (fa/ha/maj)      1             0.26
AND/OR/NAND/NOR              2             0.71
## area by class of cell
| type | instances | area, um2 | area share (%) |
|---|---|---|---|
| clock buffers | 3 | 41.3 | 2.66 |
| clock inverters | 1 | 7.51 | 0.483 |
| inverters | 4 | 15.0 | 0.966 |
| multi-input cells | 84 | 543 | 34.9 |
| flip-flops and latches | 25 | 701 | 45.1 |
| well taps | 105 | 131 | 8.45 |
| repair buffers | 12 | 115 | 7.41 |
## metal layers
metal / vias to the layer above / wire, um / global-route usage, % / share of wire [%]
met5: - / 0 / 0 / 0
met4: 0 / 17 / 0.338 / 0.77
met3: 2 / 193 / 1.76 / 8.7
met2: 25 / 945 / 5.95 / 43
met1: 396 / 1060 / 4.06 / 48
li1: 434 / - / - / -
## metrics by stage
step / util (%) / area (um2)
CTS: 18.7 / 1550
finish: 18.7 / 1550
global route: 18.7 / 1550
floorplan: - / 1260
detailed placement: 18.1 / 1510
global placement: 18.1 / 1510
## logic make-up (layout without fill, tap and decap cells)
logic type      count (synthesis)  after routing  synth area share (%)
buf+inv                         5             20                  1.58
compound gates                 15             15                  9.51
flops                          25             25                  55.4
fa+ha+maj                       6              6                  5.94
other cells                     1              1                 0.297
xor+xnor                        8              8                  5.54
simple gates                   52             52                  19.9
mux                             2              2                  1.78
## sequential cells by signal (all words and copies together) (netlist names)
name and cells:
Ps 3, ip 1, data_byte 8, count 8, ip_r 1, data_dv 1, index 3
## where the power goes
group	leakage [nW]	total [mW]	internal, mW	switching [mW]
sequential	0.247	0.805	0.665	0.140
clock	0.0217	0.247	0.117	0.130
combinational	0.275	0.716	0.329	0.387
total	0.544	1.77	1.11	0.657
## final timing paths
| kind | slack, ns | cells after the start | endpoint | start |
|---|---|---|---|---|
| setup reg to reg | 0.30 | 5 | index[1] | count[0] |
| hold / removal | 0.33 | 0 | ip | ip_r |
| setup / recovery | 0.30 | 5 | index[1] | count[0] |
| hold reg to reg | 0.33 | 0 | ip | ip_r |
Power and IR drop assume default switching activity.
